==> design/flow/run.sh <==
#!/bin/bash
# OpenROAD 26Q1-2900-gdf79404cd8, Yosys 0.63+post, stock flow scripts
make -C /OpenROAD-flow-scripts/flow DESIGN_CONFIG=/design/flow/config.mk WORK_HOME=/design/flow/orfs finish
==> design/flow/config.mk <==
export PLATFORM = sky130hd
export DESIGN_NAME = display
export DESIGN_NICKNAME = display
export VERILOG_FILES = /design/flow/design.v
export SDC_FILE = /design/flow/constraint.sdc
export NUM_CORES = 4
export LEC_CHECK = 1
export CORE_UTILIZATION = 40
==> design/flow/constraint.sdc <==
current_design display

set clk_period 3.1
set clk_io_pct 0.2

create_clock -name clk0 -period $clk_period [get_ports {clk}]

set non_clock_inputs [all_inputs -no_clocks]
set_input_delay [expr $clk_period * $clk_io_pct] -clock clk0 $non_clock_inputs
set_output_delay [expr $clk_period * $clk_io_pct] -clock clk0 [all_outputs]
==> design/flow/design.v <==
`timescale 1ns / 1ps
module seg7(
    input wire [3:0] din,  
    output reg [6:0] dout
    );
    always @(*) begin
        case (din)
            4'h0: dout = 7'b000_0001;
            4'h1: dout = 7'b100_1111;
            4'h2: dout = 7'b001_0010;
            4'h3: dout = 7'b000_0110;
            4'h4: dout = 7'b100_1100;
            4'h5: dout = 7'b010_0100;
            4'h6: dout = 7'b010_0000;
            4'h7: dout = 7'b000_1111;
            4'h8: dout = 7'b000_0000;
            4'h9: dout = 7'b000_0100;
            4'ha: dout = 7'b000_1000;
            4'hb: dout = 7'b110_0000;
            4'hc: dout = 7'b011_0001;
            4'hd: dout = 7'b100_0010;
            4'he: dout = 7'b011_0000;
            4'hf: dout = 7'b011_1000;
            default: dout = 7'b111_1111;
        endcase
    end
endmodule
`timescale 1ns / 1ps
module display(
    input wire clk,reset,
    input wire [31:0] s,
    output wire [6:0] seg,
    output reg [7:0] ans
    );
    reg [20:0] count;
    reg [3:0] digit;
    always @(posedge clk, posedge reset) begin
        if(reset)
            count = 0;
        else
            count = count + 1;
    end
    always @(posedge clk ) begin
        case (count[20:18])
            0:begin
                ans = 8'b11111110;
                digit = s[3:0];
            end
            1:begin
                ans = 8'b11111101;
                digit = s[7:4];
            end
            2:begin
                ans = 8'b11111011;
                digit = s[11:8];
            end
            3:begin
                ans = 8'b11110111;
                digit = s[15:12];
            end
            4:begin
                ans = 8'b11101111;
                digit = s[19:16];
            end
            5:begin
                ans = 8'b11011111;
                digit = s[23:20];
            end
            6:begin
                ans = 8'b10111111;
                digit = s[27:24];
            end
            7:begin
                ans = 8'b01111111;
                digit = s[31:28];
            end
        endcase
    end
    seg7 U4(.din(digit),.dout(seg));
endmodule
==> impl_metrics.toml <==
# yosys + openroad results
[detailed_routing]
drc_markers = 0
via_count = 1377
post_drt_via_cell_ratio = 4.971
postRouteAntennaNets = 0
antenna_cells_inserted = 0
post_detailed_route_wirelength_per_cell_um = 13.19
detailedRoute.firstIterationViolations = 90
drt-total-wl_um = 3654
drt_pass1_iterations = 4

[sta]
fmax_mhz = 389.7
post-route-min-period_ns = 2.566
worst_pin_slew_ns = 0.7492
final_count_of_negative_setup_slack_endpoints = 0
fin_worst_skew_ns = 0.004743
final.setup.tns_ns = 0
finalHoldViolations = 0
setup_repair_after_global_routing_missed_its_margin = "no"
maxSlewViolCount = 0
slew-limit-headroom = 0.5000
final_worst_path_period_share = 0.8278

[global_route]
antenna_found_initial = 0
globalRouteOverflowTotal = 0
grt_usage = 0.1570
grt_start_max_net_pins = 24
grt_pass1_wl_um = 6120
grt_pass1_vias = 1345

[synth]
synth.yosys.warnings = 2
synthCells = 175
synthesized_registers = 36
synth.yosys.seq_area_share = 0.4496
ys_async_sr_fraction = 0.5833
ys_cells = 175
syn_avg_cell_area_sq_um = 10.50
ys_chip_area_sq_um = 1837
synthesis.area_sq_um = 1837
ys.flop_type = "sky130_fd_sc_hd__dfrtp_1"
yosys.cell_types.count = 41
enable_flop_cells = 0

[placed_design]
post-dp-hpwl_um = 2695
gp_congestion = 0.8770
port_buffers = 48
dpl.cell_count = 269

[layout]
final_core_util = 0.5576
top_cell_excl_fill_tap = "sky130_fd_sc_hd__clkdlybuf4s50_1"
layout_cells_sized_above_1 = 0.1067
final-instance-count-excl-fill = 277
area_growth_syn_to_layout_pct = 33.11
fill_cell_count = 364
mostFrequentLayoutCells = "48 x sky130_fd_sc_hd__clkdlybuf4s50_1, 21 x sky130_fd_sc_hd__dfrtp_1, 16 x sky130_fd_sc_hd__xnor2_1"

[worst_setup_path]
rr_endpoint = "seg[6]$_DFF_P_"
critical_path_top_delay_cell = "sky130_fd_sc_hd__dfrtp_1"
cp.arrival_ns = 2.75
length_in_cells_of_the_worst_reg_to_reg_path = 7
setup.worst_path.start_class = "register"
worst_setup_path_end_kind = "register"
crit_path_cell_trace = "buf_4, mux2i_1, o21ai_0, nand2_1, a31oi_2, nor2_1, a221o_1"
critical_path_class = "register to register"
r2r_setup_slk_ns = 0.53
critPathRequiredTime_ns = 3.28
crit_fanout = 19
critical_path.reg2reg.startpoint = "count[20]$_DFF_PP0_"
cp_slowest_stage_delay_ns = 0.79

[clocking]
max-clock-path-buffers = 2
cts-resized-gates = 0
clock_sink_count = 36
post-cts-setup-buffers = 0
cts.clk_slew.worst_paths_ns = 0.07
clk_root_buffer_cell = "sky130_fd_sc_hd__clkbuf_8"
ctsHtreeMaxLevel = 2
cts_tree = "done"
holdBufCountCts = 0
cts_inserted_buffers = 5
worst_skew_pair.late_latency_ns = 0.29

[min_path]
hold-path-cell-count = 1
hold_path_class = "register to register"
min_delay_worst_endpoint = "count[5]$_DFF_PP0_"
worstHoldStart = "count[5]$_DFF_PP0_"

[status]
run_status = "finished clean"

[flow_run]
drv_cap = 0
log.warning_count = 29

[pwr]
report.power.total_uw = 985.9
p_per_area_nw_per_um2 = 403.3
ir_worst_vdd_mv = 0.3102
power.leakage_nw = 1.005

[floorplanning]
core_region_area_sq_um = 4384
die.size.x_um = 69.77
row_count = 24
chipArea_sq_um = 4867
floorplan.io_pins = 49
core_density_at_floorplan = 0.4189
die_height_um = 69.77
how the worst max path moves through the flow:
stage / endpoint / slack, ns / cells past startpoint / startpoint
6_report: seg[6]$_DFF_P_ / 0.53 / 7 / count[20]$_DFF_PP0_
4_1_cts: seg[6]$_DFF_P_ / 0.55 / 7 / count[20]$_DFF_PP0_
5_1_grt: seg[6]$_DFF_P_ / 0.35 / 7 / count[20]$_DFF_PP0_
worst max-delay path: cells and delay by family, from the launching register on:
kind                   cells  cell delay [ns]
AND-OR/OR-AND              3             1.10
buffers and inverters      1             0.28
multiplexers               1             0.08
flip-flops                 1             0.79
AND/OR/NAND/NOR            2             0.20
flip-flops by register name (all words and copies together) (netlist names):
name   count
ans        8
count     21
seg        7
final cells by class:
class | instances | area [sq um] | area share
clock inverters | 3 | 42.54 | 0.01740
repair buffers | 50 | 495.5 | 0.2027
clock buffers | 5 | 68.82 | 0.02815
inverters | 7 | 26.28 | 0.01075
flip-flops and latches | 36 | 825.8 | 0.3378
well taps | 52 | 65.06 | 0.02661
multi-input cells | 124 | 920.9 | 0.3767
metrics by stage:
stage	hold slack (ns)	setup slack (ns)	instance area (sq um)
2_1_floorplan	0.4375	0.9442	1837
4_1_cts	0.4705	0.5512	2445
5_1_grt	0.4863	0.3536	2445
3_3_place_gp	0.4525	0.5806	2333
3_5_place_dp	0.4605	0.5061	2333
6_report	0.4720	0.5340	2445
power by group:
| part | total, mW | internal [mW] | switching, mW |
|---|---|---|---|
| logic | 0.103 | 0.0694 | 0.0339 |
| registers | 0.477 | 0.475 | 0.00189 |
| clock network | 0.406 | 0.238 | 0.168 |
| total | 0.986 | 0.782 | 0.204 |
metal layers:
| layer | track usage | routed length (um) | share of wire |
|---|---|---|---|
| met1 | 0.2293 | 1685 | 0.46 |
| met2 | 0.2543 | 1715 | 0.47 |
| met3 | 0.03687 | 216 | 0.059 |
| met4 | 0.01778 | 37 | 0.010 |
| met5 | 0 | 0 | 0 |
cell families after synthesis:
family	after synthesis	share of synthesized area
mux	15	0.08651
flops	36	0.4496
fa+ha+maj	7	0.04768
xor+xnor	20	0.09536
simple gates	59	0.1710
buf+inv	15	0.04904
compound gates	23	0.1008
Yosys cell counts, types with 4 or more instances:
cell | instances | area, sq um
sky130_fd_sc_hd__dfrtp_1 | 21 | 525.5
sky130_fd_sc_hd__xnor2_1 | 16 | 140.1
sky130_fd_sc_hd__dfxtp_1 | 15 | 300.3
sky130_fd_sc_hd__nand3_1 | 13 | 65.06
sky130_fd_sc_hd__nand2_1 | 12 | 45.04
sky130_fd_sc_hd__mux2i_1 | 11 | 110.1
sky130_fd_sc_hd__nor2_1 | 10 | 37.54
sky130_fd_sc_hd__ha_1 | 7 | 87.58
sky130_fd_sc_hd__inv_1 | 7 | 26.28
sky130_fd_sc_hd__nand4_1 | 5 | 31.28
sky130_fd_sc_hd__nand3b_1 | 4 | 30.03
sky130_fd_sc_hd__o22ai_1 | 4 | 25.02
sky130_fd_sc_hd__xor2_1 | 4 | 35.03
Power and IR drop assume default switching activity.
