**/design/flow/constraint.sdc**
```tcl
current_design pipline3_nostall

set clk_period 1.0
set clk_io_pct 0.2

create_clock -name clk0 -period $clk_period [get_ports {clk}]

set non_clock_inputs [all_inputs -no_clocks]
set_input_delay [expr $clk_period * $clk_io_pct] -clock clk0 $non_clock_inputs
set_output_delay [expr $clk_period * $clk_io_pct] -clock clk0 [all_outputs]
```
**/design/flow/config.mk**
```make
export PLATFORM = sky130hd
export DESIGN_NAME = pipline3_nostall
export DESIGN_NICKNAME = pipline3_nostall
export VERILOG_FILES = /design/flow/design.v
export SDC_FILE = /design/flow/constraint.sdc
export NUM_CORES = 4
export LEC_CHECK = 1
export CORE_UTILIZATION = 50
```
**/design/flow/run.sh**
```bash
#!/bin/bash
# OpenROAD 26Q1-2900-gdf79404cd8, Yosys 0.63+post, stock flow scripts
make -C /OpenROAD-flow-scripts/flow DESIGN_CONFIG=/design/flow/config.mk WORK_HOME=/design/flow/orfs finish
```
**/design/flow/design.v**
```verilog
`timescale 1ns / 1ps
module pipline3_nostall #
    (
        parameter  WIDTH = 100
    )
    (
        input clk,
        input [WIDTH-1: 0 ] datain,
        output [WIDTH-1 : 0] dataout
    );
    reg [WIDTH-1:0] pipe1_data;
    reg [WIDTH-1:0] pipe2_data;
    reg [WIDTH-1:0] pipe3_data;
    always @(posedge clk) begin
        pipe1_data <= datain;        
    end
    always @(posedge clk) begin
        pipe2_data <= pipe1_data;
    end
    always @(posedge clk) begin
        pipe3_data <= pipe2_data;
    end
    assign dataout = pipe3_data;
endmodule
```
==> run notes <==
yosys + openroad results -> status=finished, violations left, violated checks=setup timing, CP delay by family, top=flip-flops, Die Size=0.01245 mm2, worst path cell trace=buf_2, Setup crit end=dataout[94], DRT Pass-1 Iters=50, pre-CTS setup slack=0.002893 ns, RR Startpoint=pipe2_data[43]$_DFF_P_, Final WS setup=-0.1474 ns, Top cell excl fill/tap=dfxtp_1, I/O pin count=201, reg2reg path depth=0, DRT antenna net count=0, Flops after synth=300, yosys stat area=0.006006 mm2, Via density=4.026, Core Region=0.01156 mm2, gp weighted congestion=0.7629, simple-gate share of the synthesized area=0%, Total Routing Usage GR=16.93%, clock root cell=clkbuf_16, post-synthesis compound-gate area fraction=0%, FP Core Util=51.93%, CP max FO=1, drt drc=0, port bufs=200, DIE WIDTH=111.6 um, Adder Share, Synth=0%, WP data arrival=0.95 ns, share of cells above drive strength 1=31.75%, Die H=111.6 um, Syn Area/Cell=20.02 um2, total global routing overflow=0, XOR-XNOR Cells, Area Fraction=0%, CTS tree=done, largest net degree at the start of global routing=16, Final Hold Viols=0, Worst setup SP type=flop, period utilization=114.7%, Final Setup Violations=100, Setup crit end kind=output port, Crit-path slowest cell=dfxtp_2, Top Layout Cells=267 x dfxtp_1, 100 x clkdlybuf4s50_1, 99 x buf_2, 33 x dfxtp_2, 26 x clkbuf_16, # Cells Yosys=300, num rows=39, Max Fclk=871.6 MHz, CTS clk-pin slew, worst paths=0.06 ns, drt total wl=9.818 mm, Post-Route Skew=0.01588 ns, Routed wire per std cell=14.21 um, Pwr Density=2677 mW/mm2, Worst Hold Class=primary input to flop, DRT iter0 DRCs=169, R2R Setup Slk=0.56 ns, Yosys warning count=1, CTS H-tree lvls=1, synth unique cells=1, cell type with the largest total area=dfxtp_1, initial antenna violation count=0, mi-comb count=0, Filler cells=747, Area Overhead vs Synth=43.19%, CP required=0.80 ns, Fin Hold WS=0.1223 ns, leak pwr=3.749 nW, Cell area leaders=dfxtp_1 100%, Log Warnings=28, vias in the first global route=2779, via count=2782, clk sinks=300, Slew Limit Fails=0, Period minus WS final=1.147 ns, global-route wire length before repair=14.92 mm, unrepaired setup endpoints after global routing=yes, hold buffers post-CTS=0, Synth top area share=100.0%, worst-margin pin slew=0.1595 ns, clk latency of the worst-skew pair=0.51 ns, total CTS buffers=26, MUX area fraction=0%, final core utilization=74.36%, largest buffer count on any clock path=3, Power Total=23.02 mW, slowest cell delay on critical path=0.32 ns, register area share after synthesis=100.0%, max cap viols=0, type of the worst setup path=flop to output port, R2R Path End=pipe3_data[43]$_DFF_P_, Levels on crit path=1, CP Launch Point=pipe3_data[94]$_DFF_P_, ANT cells=0, VDD IR max=0.001925 V, mapped cell area=0.006006 mm2, cell count after synthesis=300, Bufs and invs on worst path=1, Combinational Area=0 um2, Rel. slew slack=89.37%, Post-DP HPWL=5.661 mm
==> where the power goes <==
| group | leakage (nW) | internal [mW] | switching (mW) |
|---|---|---|---|
| combinational | 0.787 | 0.468 | 0.0946 |
| clock | 0.430 | 5.77 | 3.94 |
| sequential | 2.53 | 12.6 | 0.138 |
==> metal layers <==
layer  share of wire, %  GRT usage, %  vias to the layer above
li1                   -             -                     1381
met1                 37         24.41                     1250
met2                 46         25.08                      137
met3                 14         7.368                       14
met4                1.8         4.775                        0
met5                  0             0                        -
==> flip-flops by register name, summed over array words and instances (netlist names) <==
name        cells
pipe1_data    100
pipe2_data    100
pipe3_data    100
==> stage by stage <==
| stage | instances | setup TNS, ns | area [um2] |
|---|---|---|---|
| 2_1_floorplan | 300 | 0 | 6006 |
| 3_3_place_gp | 643 | 0 | 8187 |
| 3_5_place_dp | 643 | 0 | 8187 |
| 4_1_cts | 691 | -13.22 | 8589 |
| 5_1_grt | 691 | -14.72 | 8600 |
| 6_report | 691 | -11.07 | 8600 |
==> how the worst min path moves through the flow <==
stage | start | end | depth (start not counted)
CTS | datain[57] | pipe1_data[57]$_DFF_P_ | 1
finish | datain[26] | pipe1_data[26]$_DFF_P_ | 1
global route | datain[20] | pipe1_data[20]$_DFF_P_ | 1
==> cell type report <==
class | count | area [um2] | area share (%)
Clock buffer | 39 | 759.5 | 8.832
Sequential cell | 300 | 6047 | 70.32
Clock inverter | 9 | 106.4 | 1.237
Tap cell | 143 | 178.9 | 2.081
Timing Repair Buffer | 200 | 1508 | 17.53
==> cells in the mapped netlist, drive strengths merged <==
library cell  instances
dfxtp               300
==> cell families after synthesis <==
family and count (synthesis):
flops 300
==> timing repair <==
item                                    in CTS  in global routing
gates resized                              346                  4
endpoints found under the setup margin     100                100
buffers inserted                             0                  0
No activity file was given, so power comes from the tool's default toggle rates.
